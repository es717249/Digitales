[./run.sh]
#!/bin/bash
# OpenROAD 26Q1-2900-gdf79404cd8, Yosys 0.63+post, stock flow scripts
make -C /OpenROAD-flow-scripts/flow DESIGN_CONFIG=/design/flow/config.mk WORK_HOME=/design/flow/orfs finish
[./config.mk]
export PLATFORM = sky130hd
export DESIGN_NAME = Calculadora
export DESIGN_NICKNAME = Calculadora
export VERILOG_FILES = /design/flow/design.v
export SDC_FILE = /design/flow/constraint.sdc
export NUM_CORES = 4
export LEC_CHECK = 1
export CORE_UTILIZATION = 50
[./constraint.sdc]
current_design Calculadora

set clk_period 5.1
set clk_io_pct 0.2

create_clock -name clk0 -period $clk_period [get_ports {clk}]

set non_clock_inputs [all_inputs -no_clocks]
set_input_delay [expr $clk_period * $clk_io_pct] -clock clk0 $non_clock_inputs
set_output_delay [expr $clk_period * $clk_io_pct] -clock clk0 [all_outputs]
[./design.v]
module ALU
#(
	parameter WORD_LENGTH =3
)
(
	input [WORD_LENGTH-1:0] dataA,
	input [WORD_LENGTH-1:0] dataB,
	input [4:0] control,
	output [WORD_LENGTH-1:0]carry,
	output [WORD_LENGTH-1:0] dataC  
);
reg [WORD_LENGTH:0]result_reg; 				 
reg [WORD_LENGTH-1:0]carry_reg=0; 									 
reg [WORD_LENGTH:0]mask= 1<< WORD_LENGTH;  
reg [WORD_LENGTH:0]compl_B;
always@(*)begin 
	compl_B=(~dataB)+1; 	
	case(control)
		5'b00000:    
		begin
			result_reg= dataA+dataB; 	
			carry_reg=(result_reg & mask)?1:0;			 				
		end			
		5'b00001:  
		begin						
			if(dataA > dataB)
			begin				
				result_reg = dataA-dataB;				
				carry_reg=(result_reg & mask)?1:0; 
			end
			else  
			begin								
				carry_reg=((dataA+compl_B) & mask)?1:0;
				result_reg  =(~(dataA+compl_B))+1;
			end			
		end
		5'b00010:  
		begin
			result_reg=dataA * dataB;
			carry_reg=0;
		end
		5'b00011:   
		begin
			result_reg=~dataA;
			carry_reg=0;
		end
		5'b00100: 
		begin
			result_reg=(~dataA)+1;
			carry_reg=0;
		end 	
		5'b00101:  
		begin
			result_reg=(dataA & dataB);
			carry_reg=0;
		end
		5'b00110:  
		begin
			result_reg=(dataA | dataB);
			carry_reg=0;
		end
		5'b00111:  
		begin
			result_reg=(dataA ^ dataB);
			carry_reg=0;
		end		
		5'b01000:  
		begin
			if(control[4]==1'b1)  
			begin
				result_reg= dataA << dataB;
			end
			else begin
				result_reg= dataA >> dataB;
			end
			carry_reg=0;
		end		
		default:
		begin 
			result_reg=	1'd0;
			carry_reg=	1'd0;			
		end
	endcase
end
assign dataC = result_reg;
assign carry = carry_reg;
endmodule
module Calculadora
#(
	parameter WORD_LENGTH =6
)
(
	input clk,
	input reset,
	input enable,
	input reset_sync,
	input [WORD_LENGTH-1:0] dataA,
	input [WORD_LENGTH-1:0] dataB,
	input [4:0] control,
	output [WORD_LENGTH-1:0]carry,
	output [WORD_LENGTH-1:0] dataC  
);
wire [4:0] control_to_ALU_wire;
wire [WORD_LENGTH-1:0] dataA_to_ALU_wire;
wire [WORD_LENGTH-1:0] dataB_to_ALU_wire;
wire [2:0] regcontrol;
wire [WORD_LENGTH-1:0] result_to_ResultRegister; 
wire [WORD_LENGTH-1:0] register_to_outputResult;
wire [WORD_LENGTH-1:0] carry_to_CarryRegister;
wire [WORD_LENGTH-1:0] register_to_Carry;
Register 
#(
	.WORD_LENGTH(WORD_LENGTH)
)
Rx_controlSig
(
	.clk(clk),
	.reset(reset),
	.enable(enable),
	.reset_sync(reset_sync),
	.Data_Input(control),
	.Data_Output(control_to_ALU_wire)
);
Register 
#(
	.WORD_LENGTH(WORD_LENGTH)
)
Rx_dataA
(
	.clk(clk),
	.reset(reset),
	.enable(enable),
	.reset_sync(reset_sync),
	.Data_Input(dataA),
	.Data_Output(dataA_to_ALU_wire)
);
Register 
#(
	.WORD_LENGTH(WORD_LENGTH)
)
Rx_dataB
(
	.clk(clk),
	.reset(reset),
	.enable(enable),
	.reset_sync(reset_sync),
	.Data_Input(dataB),
	.Data_Output(dataB_to_ALU_wire)
);
ALU
#(
	.WORD_LENGTH(WORD_LENGTH)
)
ALU_calculadora
(
	.dataA(dataA_to_ALU_wire),
	.dataB(dataB_to_ALU_wire),
	.control(control_to_ALU_wire),
	.carry(carry_to_CarryRegister),
	.dataC(result_to_ResultRegister)
);
Register 
#(
	.WORD_LENGTH(WORD_LENGTH)
)
Store_carry_ALU
(
	.clk(clk),
	.reset(reset),
	.enable(enable),
	.reset_sync(reset_sync),
	.Data_Input(carry_to_CarryRegister),
	.Data_Output(register_to_Carry)
);
Register 
#(
	.WORD_LENGTH(WORD_LENGTH)
)
Store_result_ALU
(
	.clk(clk),
	.reset(reset),
	.enable(enable),
	.reset_sync(reset_sync),
	.Data_Input(result_to_ResultRegister),
	.Data_Output(register_to_outputResult)
);
assign dataC=register_to_outputResult;
assign carry=register_to_Carry;
endmodule
 module Register
#(
	parameter WORD_LENGTH = 4
)
(
	input clk,
	input reset,
	input enable,
	input reset_sync,
	input [WORD_LENGTH-1 : 0] Data_Input,
	output [WORD_LENGTH-1 : 0] Data_Output
);
reg  [WORD_LENGTH-1 : 0] Data_reg;
always@(negedge clk or negedge reset ) begin
	if(reset == 1'b0) 
		Data_reg <= 0;
	else begin
		if(enable==1'b1) begin
			if(reset_sync==1'b1)
				Data_reg <= Data_Input;
			else 
				Data_reg <= 0;
		end
	end
end
assign Data_Output = Data_reg;
endmodule
==> flow_summary.toml <==
# generated from flow reports
[pwr]
p_per_area_nw_per_um2 = 235.0
vdd_drop_max_uv = 120.4
p_leak_nw = 1.475

[global_route]
grt_antenna_before_repair = 0
grt_pass1_wl_um = 14280
grt_max_degree = 35
grt-ovfl-total = 0
grt_use_total = 0.3094
first_global_vias = 2654

[clocking]
cts_setup_buffers = 0
cts_tree = "built"
htree_num_levels = 1
clkSlewWorstSetupHoldPaths_ns = 0.07
insertion_delay_ns = 0.28
clock_sinks = 24
root_buffer = "clkbuf_8"
hold_buffers = 0
cts_made_buffers = 3
cts_resized = 0
clockBufferDepth = 2

[die]
dieArea_um2 = 6391
io_pins = 33
chipWidth_um = 79.95
coreArea_um2 = 5886
row_count = 28
dieHeight_um = 79.95
fp_util = 0.5162

[timing]
tns_ns = 0
final.setup_skew_ns = 0.006023
slew_headroom = 0.5730
report.final.slew_viol_count = 0
rsz0062_at_grt = "no"
hold_violations = 0
worst_pin_slew_ns = 0.6356
finalSetupViolCount = 0
whs_ns = 0.4642

[status]
status = "finished, final reports clean"

[routing]
antenna_cells = 0
routed_wl_um = 8543
drtAntennaViolNets = 0
drc_errors = 0
firstDrtPassIters = 4
detail_route.wl_per_cell_um = 18.57
drt_iter0_markers = 166
dr_total_vias = 2668
avgViaCountPerCell = 5.800

[yosys]
syn_area_per_cell_um2 = 8.278
ys.flops = 24
xor_share = 0.07702
ys_chip_area_um2 = 3038
synth.cellmix.compoundShare = 0.2088
ys_cells = 367
ys_sh_adder = 0.1886
synthFlopType = "dfrtn_1"
enable_flop_cells = 0
async_flop_share = 1.000
simple_gate_share = 0.2043
yosys_warnings = 4
ys_seq_share = 0.1977
syn_area_um2 = 3038
mux_area_frac = 0.03418
netlist_instances = 367
logic_family = "AND-OR/OR-AND gates"
netlist-cell-type-count = 67

[placed_design]
port-buffer-count = 27
detailed_place_hpwl_um = 6697
place.gp.congestion = 0.9522

[hold_path]
hold_class = "register to register"
min_from = "Store_carry_ALU.Data_reg[0]"

[setup_path]
criticalPathCategory = "input pin to register"
rr_startpoint = "Rx_dataB.Data_reg[2]"
crit_fanout = 7
worstPathRequired_ns = 2.86
end_kind = "register"
crit_path_start_kind = "input pin"
cp.arrival_ns = 2.55
critPathLaunch = "enable"

[layout]
comb_area_um2 = 2185
ff_latch_area_um2 = 600.6
drive_gt1_frac = 0.05974
fillers = 567
mostFrequentLayoutCell = "inv_1"
area_growth_pct = 12.44
layout_top_cells = "inv_1, ha_1, nand2_1"

[flow_run]
warning_count = 38
maxCapViolations = 0
-- Yosys cell counts (2+ instances only) --
library cell	instances	area, µm²
a32o_1	2	20.02
a2bb2oi_1	3	26.28
fa_1	8	160.2
xor2_1	4	35.03
o211ai_1	4	30.03
clkbuf_1	15	56.30
a31oi_1	2	12.51
xnor2_1	15	131.4
a211o_1	2	17.52
o21ai_0	26	130.1
o2bb2ai_1	4	35.03
ha_1	33	412.9
xnor3_1	3	67.56
a21o_1	2	15.01
a32oi_1	2	17.52
mux2i_1	7	70.07
and2_1	6	37.54
nand2_1	29	108.9
nand3_1	27	135.1
nor2b_1	2	12.51
nor4_1	2	12.51
o21bai_1	4	30.03
nand3b_1	2	15.01
a21oi_1	14	70.07
buf_4	7	52.55
nand2b_1	3	18.77
a221oi_1	2	17.52
a211oi_1	5	37.54
o31ai_1	3	22.52
dfrtn_1	24	600.6
nor3_1	5	25.02
inv_1	38	142.6
nor2_1	20	75.07
nand4_1	4	25.02
or3b_1	2	17.52
nor3b_1	2	15.01
or3_1	3	18.77
a221o_1	2	20.02
-- final cells by class --
cell class / count / share of cell area
Sequential cell: 24 / 0.1758
Clock buffer: 3 / 0.01209
Inverter: 38 / 0.04176
Tap cell: 75 / 0.02747
Timing Repair Buffer: 34 / 0.09451
Clock inverter: 1 / 0.008791
Multi-Input combinational cell: 285 / 0.6396
-- through the flow --
step	setup WS, ns	util	cells	power, W	instance area (µm²)
global route	0.2096	0.5804	460	0.0008599	3416
floorplan	0.3471	-	371	0.0005122	3053
global placement	0.07256	0.5682	456	0.0006317	3344
detailed placement	0.01975	0.5682	456	0.0006285	3344
finish	0.3095	0.5804	460	0.0008027	3416
CTS	0.3236	0.5804	460	0.0008045	3416
-- power breakdown --
part | switching (W) | internal (W) | leakage [nW]
clock | 0.0000694 | 0.000105 | 0.0357
sequential | 0.0000362 | 0.000209 | 0.317
combinational | 0.000209 | 0.000175 | 1.12
-- metal layers --
metal / track usage / up-vias / part of all wire
li1: - / 1329 / -
met1: 0.4658 / 1244 / 0.47
met2: 0.4752 / 79 / 0.45
met3: 0.05104 / 16 / 0.046
met4: 0.07857 / 0 / 0.029
met5: 0 / - / 0
-- path summary, 6_finish.rpt --
check / end / slack [ns] / depth (start not counted)
worst max-delay path: Store_result_ALU.Data_reg[5] / 0.31 / 6
worst min register to register: Store_carry_ALU.Data_reg[0] / 0.46 / 2
worst min-delay path: Store_carry_ALU.Data_reg[0] / 0.46 / 2
worst max register to register: Store_result_ALU.Data_reg[5] / 0.65 / 14
max in group asynchronous: Rx_dataB.Data_reg[4] / 1.29 / 2
min in group asynchronous: Store_result_ALU.Data_reg[2] / 3.52 / 2
-- worst max-delay path, cell delays in order --
cell	delay (ns)
clkdlybuf4s50_1	0.55
nand2_1	0.11
a211o_1	0.39
a21oi_1	0.24
nand2_1	0.08
o211ai_1	0.16
-- logic make-up (layout without fill, tap and decap cells) --
family                     count (synthesis)  after routing
xor gates and xnor gates                  22             22
and+or+nand+nor                          117            117
DFF                                       24             24
other                                      1              5
adders and majority gates                 41             41
AOI/OAI and AO/OA                         91             91
muxes                                      9              9
buffers and inverters                     62             76
No activity file was given, so power comes from the tool's default toggle rates.
